--- design/flow/design.v ---
`timescale 1ns/100ps
`default_nettype none
module mu0_mux16(input  wire  [15:0] A, 
	             input  wire  [15:0] B, 
			     input  wire         S, 
			     output reg  [15:0]  Q);
always @ (*)
 begin
	if (S) Q = B; 
	else if (!S) Q = A;
	else Q = 16'hxxxx;
 end
endmodule 
`default_nettype wire
--- design/flow/run.sh ---
#!/bin/bash
# OpenROAD 26Q1-2900-gdf79404cd8, Yosys 0.63+post, stock flow scripts
make -C /OpenROAD-flow-scripts/flow DESIGN_CONFIG=/design/flow/config.mk WORK_HOME=/design/flow/orfs finish
--- design/flow/config.mk ---
export PLATFORM = sky130hd
export DESIGN_NAME = mu0_mux16
export DESIGN_NICKNAME = mu0_mux16
export VERILOG_FILES = /design/flow/design.v
export SDC_FILE = /design/flow/constraint.sdc
export NUM_CORES = 4
export LEC_CHECK = 1
export CORE_AREA = 10 10 70 70
export DIE_AREA = 0 0 80 80
--- design/flow/constraint.sdc ---
current_design mu0_mux16

set clk_period 1.0
set clk_io_pct 0.2

create_clock -name clk0 -period $clk_period

set non_clock_inputs [all_inputs -no_clocks]
set_input_delay [expr $clk_period * $clk_io_pct] -clock clk0 $non_clock_inputs
set_output_delay [expr $clk_period * $clk_io_pct] -clock clk0 [all_outputs]
==> flow_metrics.tcl <==
# place-and-route summary
set metrics [dict create \
    grtUsageMet3 0.0330 \
    ys_sh_xor 0 \
    gr-usage-met1 0.0639 \
    antenna_cells 0 \
    grt_pass1_wl_um 2190 \
    drc 0 \
    flop_area_um2 0 \
    hold_path_class "in2out" \
    placed_cells 112 \
    top_usage_layer "met1" \
    gr-total-overflow 0 \
    crit_path_cell_trace "buf_12 > buf_12 > mux2_4 > buf_6" \
    num_rows 21 \
    core_area_mm2 0.00342 \
    postCtsHoldBufs 0 \
    finalInstanceArea_um2 795 \
    status "finished with violations" \
    grt_setup_unrepaired "yes" \
    seq_area_frac_synth 0 \
    crit_type "in2out" \
    dpl_worst_slack_ns -0.853 \
    drtIter0Drc 2 \
    syn_avg_cell_area_um2 13.8 \
    vias 359 \
    vdd_drop_max_uv 151 \
    topCellsByArea "mux2_4 60%, mux2_2 27%, buf_12 8.0%" \
    finalHoldViolCount 0 \
    dr.pass1.iters 2 \
    min_period_ns 1.06 \
    initCoreUtil 0.0729 \
    ys_cells 18 \
    dpl.hpwl_um 1220 \
    synthAdderAreaFrac 0 \
    hp-start "A[5]" \
    path_buffers 3 \
    yosys-stat-area_um2 249 \
    setup.worst_path.start "S" \
    io_buffers 49 \
    yosys.area.top_type "mux2_4" \
    synth_cell_types 4 \
    finalNonFillerCells 113 \
    io_pins 49 \
    start_kind "input port" \
    cp_top_family "buffers and inverters" \
    final_max_slew_viol_count 0 \
    die_y_um 80 \
    fin_ws_ns -0.0564 \
    grt_max_degree 9 \
    cpMostUsedCell "buf_12" \
    timing.fmax_mhz 947 \
    tool_warnings 34 \
    drive_gt1_frac 0.522 \
    setup_tns_ns -0.817 \
    wl_um 1410 \
    place.gp.congestion 0.815 \
    setup_viol 16 \
    slowest_stage "mux2_4" \
    antenna_left 0 \
    nClkBuffers 0 \
    hold_ws_ns 0.794 \
    crit_required_ns 0.80 \
    cp.arrival_ns 0.86 \
    ff_count 0 \
    synth.logic.top_family "multiplexers" \
    viasPerCell 3.18 \
    die_area_mm2 0.00640 \
    path_max_fanout 8 \
    yosysWarnings 1 \
    power.leakage_uw 0.000417 \
    period_used_share 1.06 \
    syn-cell-area_um2 249 \
    synthCells 18 \
    slowest_delay_ns 0.30 \
    violations "setup timing" \
    die_w_um 80 \
    grt_pass1_vias 430 \
    maxSlewHeadroom 0.953 \
    synthAoiAreaFrac 0 \
    antenna_found_initial 0 \
    maxCapViolations 0 \
    top_cell_area_share 0.603 \
    grt_util_all_layers 0.0420 \
    placed_cell_area_um2 786 \
    simple_gate_area_frac 0 \
    syn_to_final_growth_pct 219 \
    wl_per_cell_um 12.4 \
    p_per_area_mw_per_mm2 379 \
    tightest_slew_ns 0.0710 \
    ys_sh_mux 0.874 \
    end_kind "output port" \
    met2_usage 0.0449 \
]
-- Yosys cell counts --
cell	number
mux2_2	6
buf_6	1
mux2_4	10
buf_12	1
-- cell usage in the layout, fill, tap and decap left out, drive strengths merged --
cell type,n
buf,19
mux2,16
dlygate4sd2,32
-- timing repair --
| action | 4_1_cts | 5_1_grt |
|---|---|---|
| buffers inserted | 0 | 0 |
| resized | 102 | 5 |
| setup endpoints to repair | 16 | 16 |
| gates cloned | 1 | 0 |
-- kinds of logic after synthesis --
| group | count (synthesis) |
|---|---|
| mux | 16 |
| buf+inv | 2 |
-- cell type report --
class / instances / area, um2
Tap cell: 46 / 57.6
Fill cell: 374 / 2620
Multi-Input combinational cell: 16 / 240
Timing Repair Buffer: 51 / 497
-- worst paths after layout --
| check | endpoint | slack (ns) | cells after the start |
|---|---|---|---|
| max | Q[14] | -0.06 | 4 |
| min | Q[5] | 0.79 | 3 |
-- layer usage --
metal	routed length [um]	vias up
met5	0	-
met4	0	0
li1	-	167
met2	337	49
met1	738	143
met3	329	0
-- worst min-delay path: stages --
cell and delay [ns]:
dlygate4sd2_1 0.19, mux2_4 0.12, buf_2 0.08
-- power by group --
part           switching [uW]  internal [uW]  total [uW]
combinational            67.4            234         301
sequential                  0              0           0
clock                       0              0           0
-- through the flow --
| stage | util | total power (uW) |
|---|---|---|
| finish | 0.233 | 301 |
| global route | 0.233 | 326 |
| CTS | 0.223 | 286 |
| detailed placement | 0.230 | 319 |
| global placement | 0.230 | 319 |
| floorplan | - | 89.3 |
Power figures rest on the tool's default switching activity, not on a simulated workload.
