File: flow/design.v
`timescale 1ns/100ps
`default_nettype none
module mu0_mux12(input  wire [11:0] A, 
	             input  wire [11:0] B, 
			     input  wire        S, 
			     output reg  [11:0] Q);
always @ (*)
 begin
	if (S) Q = B;
	else if (!S) Q = A;
	else Q = 12'hxxx;
 end
endmodule 
`default_nettype wire
File: flow/run.sh
#!/bin/bash
# OpenROAD 26Q1-2900-gdf79404cd8, Yosys 0.63+post, stock flow scripts
make -C /OpenROAD-flow-scripts/flow DESIGN_CONFIG=/design/flow/config.mk WORK_HOME=/design/flow/orfs finish
File: flow/config.mk
export PLATFORM = sky130hd
export DESIGN_NAME = mu0_mux12
export DESIGN_NICKNAME = mu0_mux12
export VERILOG_FILES = /design/flow/design.v
export SDC_FILE = /design/flow/constraint.sdc
export NUM_CORES = 4
export LEC_CHECK = 1
export CORE_AREA = 10 10 70 70
export DIE_AREA = 0 0 80 80
File: flow/constraint.sdc
current_design mu0_mux12

set clk_period 1.0
set clk_io_pct 0.2

create_clock -name clk0 -period $clk_period

set non_clock_inputs [all_inputs -no_clocks]
set_input_delay [expr $clk_period * $clk_io_pct] -clock clk0 $non_clock_inputs
set_output_delay [expr $clk_period * $clk_io_pct] -clock clk0 [all_outputs]
==> deck_impl_summary.md <==
Flow Results at a Glance

Floorplan
  – I/O pin cnt: 37
  – Die Ht: 80 um
  – Die Wd: 80 um
  – Chip area: 0.00640 mm2
  – Core Footprint: approximately 0.0034 mm2
  – Rows: 21
  – Fp_density: about 5.4%

Worst setup path
  – Worst Path Buf+Inv: 3
  – Crit path required time: 800 ps
  – Crit path largest cell delay: 300 ps
  – Critical path startpoint category: primary input
  – Crit Path Max Fanout: 6
  – CP Capture Type: output pin
  – Slowest CP cell: mux2_4
  – CP cell instances: buf_12, buf_12, mux2_4, buf_6
  – CP delay by family, top: buffers and inverters
  – Cell repeated most along the worst path: buf_12
  – Crit path kind: in -> out
  – Arr. time, crit path: 850 ps

Min path
  – Min-delay worst type: in -> out

Timing
  – WHS: between 700 and 800 ps
  – Setup ws final: -46.1 ps
  – Post-route minimum period: 1050 ps
  – Final Max-Slew Violation Tally: 0
  – Max Freq: 956 MHz
  – Fin crit share: 105%
  – Endpoints failing setup: 12
  – Max transition margin: 94.7%
  – Post-Route Setup TNS: -502 ps
  – Worst-margin pin slew: 79.4 ps
  – RSZ-0062 raised after global routing: true
  – Final hold vios: 0

Logic synthesis
  – Yosys Instances: 13
  – XOR-XNOR Cells, Area Fraction: 0%
  – Yosys warnings: 1
  – Post-synthesis sequential area ratio: 0%
  – Ao+oa area frac: 0%
  – Dominant cell area share: between 80% and 90%
  – Top comb family, area: multiplexers
  – Post-synth cell types: 3
  – Mux cell area share: 93.9%
  – Cell Area, Synth: 184 um2
  – And+or+nand+nor area frac: 0%
  – Chip Area, Yosys: 184 um2
  – Syn Inst Count: 13
  – Top cells by area: mux2_4, mux2_2, buf_6
  – Adder Area Share: 0%
  – Syn Area/Cell: 14.1 um2
  – Area leader, netlist: mux2_4

Outcome
  – Failing checks: negative setup slack
  – Status: finished, violations left

Detailed routing
  – Via count: 269
  – Wire per inst: 12.2 um
  – Final wirelength: 1190 um
  – ANT nets after route: 0
  – Vias/cell: 2.74
  – DRT Pass-1 Iters: 2
  – DRC Markers: 0
  – Initial drt markers: 3

Layout
  – Flip-flops: 0
  – Clock buffers: 0
  – Syn-to-layout area delta: 241%
  – Most frequent logic cells in the routed design: dlygate4sd2_1, mux2_4, buf_6, buf_2, buf_12
  – Fin cells: 98
  – FF+latch area: 0 um2
  – Most used logic cell in the final layout: dlygate4sd2_1
  – Share of cells above drive strength 1: between 50% and 60%
  – Post-layout util: 18.4%

Global route
  – First-pass GRT wire length: 1680 um
  – Grt total ovfl: 0
  – Initial antenna violation count: 1
  – GRT Overall Usage: under 10%
  – Largest net degree at the start of global routing: 7
  – Vias in the first global route: 309

Power and ir drop
  – Peak supply drop: about 150 uV
  – Lkg Pwr: between 0.3 and 0.4 nW
  – PwrDens: approximately 370 mW/mm2

Run
  – Tool Warnings: 34
  – Max-cap violations: 0

Placed design
  – Routability congestion estimate from global placement: 0.726
  – Placed Instances: roughly 96
  – Placement-stage worst setup slack: -823 ps
  – I/O Buffers: 37
[layout make-up]
class,instances,area [um2]
tap,46,57.6
timing repair buffer,39,388
antenna,1,2.50
fill,401,2790
multi-input combinational,12,180
[per-layer routing]
metal	global-route usage, %	vias up	share of wire [%]
li1	-	129	-
met1	4.75	109	44
met2	3.85	31	31
met3	3.18	0	24
met4	0	0	0
met5	0	-	0
[metrics by stage]
step / area, um2 / total power, mW
6_report: 628 / 0.234
5_1_grt: 626 / 0.253
4_1_cts: 602 / 0.226
3_5_place_dp: 621 / 0.253
3_3_place_gp: 621 / 0.252
2_1_floorplan: 184 / 0.0655
[logic make-up after synthesis]
| family | count (synthesis) |
|---|---|
| muxes | 12 |
| buffers and inverters | 1 |
[worst paths after layout]
| kind | start | endpoint | depth (start not counted) |
|---|---|---|---|
| worst min-delay path | B[6] | Q[6] | 3 |
| worst max-delay path | S | Q[10] | 4 |
[what timing repair did]
item / 4_1_cts / 5_1_grt
buffers inserted: 0 / 0
gates cloned: 1 / 0
setup endpoints to repair: 12 / 12
gates resized: 78 / 4
hold buffers: 0 / 0
[power by group]
group          leakage [nW]  internal [mW]  switching (mW)   total (mW)
Sequential                0              0               0            0
Clock            0.00000634    0.000000134               0  0.000000134
Combinational         0.320          0.181          0.0530        0.234
[synth_stat cells, drive strengths merged]
cell  instances
buf           1
mux2         12
Power is estimated from default activity; no workload was simulated.
